File: ./run.sh
#!/bin/bash
# OpenROAD 26Q1-2900-gdf79404cd8, Yosys 0.63+post, stock flow scripts
make -C /OpenROAD-flow-scripts/flow DESIGN_CONFIG=/design/flow/config.mk WORK_HOME=/design/flow/orfs finish
File: ./config.mk
export PLATFORM = sky130hd
export DESIGN_NAME = registerfile
export DESIGN_NICKNAME = registerfile
export VERILOG_FILES = /design/flow/design.v
export SDC_FILE = /design/flow/constraint.sdc
export NUM_CORES = 4
export LEC_CHECK = 1
export CORE_UTILIZATION = 30
File: ./constraint.sdc
current_design registerfile

set clk_period 6.6
set clk_io_pct 0.2

create_clock -name clk0 -period $clk_period [get_ports {clk}]

set non_clock_inputs [all_inputs -no_clocks]
set_input_delay [expr $clk_period * $clk_io_pct] -clock clk0 $non_clock_inputs
set_output_delay [expr $clk_period * $clk_io_pct] -clock clk0 [all_outputs]
File: ./design.v
`default_nettype none
module registerfile (
    input wire clk,
    input wire rst,
    input wire [4:0] rs1,
    input wire [4:0] rs2,
    input wire rs1_valid,
    input wire rs2_valid,
    input wire [4:0] rd,
    input wire wr_en,
    input wire [31:0] rd_value,
    output reg [31:0] rs1_value,
    output reg [31:0] rs2_value
);
    reg [31:0] register_file[31:0];
    integer i;
    always @(*) begin
        if (rs1_valid) begin
            if (rs1 == rd && wr_en && rd != 5'b0) begin
                rs1_value = rd_value;  
            end else begin
                rs1_value = register_file[rs1];
            end
        end else begin
            rs1_value = 32'b0;
        end
        if (rs2_valid) begin
            if (rs2 == rd && wr_en && rd != 5'b0) begin
                rs2_value = rd_value;  
            end else begin
                rs2_value = register_file[rs2];
            end
        end else begin
            rs2_value = 32'b0;
        end
    end
    always @(posedge clk or posedge rst) begin
        if (rst) begin
            for (i = 0; i < 32; i = i + 1) begin
                register_file[i] <= 32'b0;
            end
        end else begin
            register_file[0] <= 32'b0;
            if (wr_en && rd != 5'b0) begin
                register_file[rd] <= rd_value;
            end
        end
    end
endmodule
==> impl_metrics.csv <==
group,metric,value,unit
grt,grt_pass1_vias,47116,
synthesis,synth_chip_area,52900,µm²
critical_path,crit_chain,"buf_2 -> or3b_1 -> nor2_4 -> buf_4 -> a22o_1 -> a221oi_1 -> o2111a_1 -> a32oi_1 -> buf_4 -> clkdlybuf4s50_1",
critical_path,r2r_slack,5630,ps
clock_tree,clockBufferDepth,3,
cells_and_area,lay_top_count,"dfrtp_1",
hold_path,hp-start,"register_file[2][14]",
power_and_ir_drop,comb_power_share,14.6,%
power_and_ir_drop,p_switching,5.54,mW
grt,grt_antenna_before_repair,28,
sta,holdWs,512,ps
placed_design,place_congestion,1.09,
job,warnings,51,
sta,finalHoldViolCount,0,
clock_tree,clkTransAtPathRegs,60,ps
floorplanning,ios,116,
power_and_ir_drop,power_frac_seq,47.0,%
synthesis,ys_seq_share,48.5,%
power_and_ir_drop,power.leakage,27.6,nW
route,wl,305000,µm
hold_path,min_path_cells,1,
synthesis,async_flop_share,100,%
critical_path,worstSetupEndpointType,"output pin",
power_and_ir_drop,p_int,13.0,mW
cells_and_area,design_area,63200,µm²
power_and_ir_drop,power.density,293,nW/µm²
route,vias,49278,
power_and_ir_drop,ir_drop,0.000192,V
floorplanning,fp.coreArea,174000,µm²
sta,timing.slew.headroom,6.85,%
route,drtIter0Drc,6993,
critical_path,startpoint,"rs2[2]",
cells_and_area,fillCellCount,16737,
synthesis,postSynthAreaPerCell,11.4,µm²
route,firstDrtPassIters,8,
synthesis,synth_flops,1024,
synthesis,ys_cells,4619,
grt,grt_pass1_wl,412000,µm
placed_design,post_dp_cell_area,58900,µm²
synthesis,netlist_logic_family_top,"multiplexers",
grt,grt.total_usage,34.8,%
cells_and_area,top_register,"register_file",
sta,fin_crit,6420,ps
placed_design,io_buffers,115,
clock_tree,cts_hold_buf,0,
clock_tree,clock-sinks,1024,
placed_design,dpl.cell_count,6985,
critical_path,rr_worst_depth,1,
synthesis,yosys.area_share.xor_xnor,0.166,%
clock_tree,post_cts.resized_instances,0,
floorplanning,fp-row-count,153,
cells_and_area,mostFrequentLayoutCells,"1024 x dfrtp_1, 990 x mux2_2, 622 x a22oi_1",
power_and_ir_drop,clkPwrFrac,38.3,%
grt,grt_overflow,0,
critical_path,path_max_fanout,28,
critical_path,cpMostUsedCell,"buf_4",
synthesis,fa_ha_area_share,0,%
clock_tree,root_buffer,"clkbuf_16",
cells_and_area,instances_no_fill,7245,
floorplanning,dieArea,178000,µm²
synthesis,edf_count,0,
synthesis,syn_area,52900,µm²
route,wire_per_inst,42.0,µm
floorplanning,initCoreUtil,30.3,%
sta,setup_violations,0,
synthesis,synthFlopType,"dfrtp_1",
critical_path,path_class,"in -> out",
critical_path,r2r-end,"register_file[14][1]",
critical_path,cp_slowest_stage_delay,840,ps
floorplanning,die_h,422,µm
critical_path,cp.required,5280,ps
cells_and_area,reg_top3,"register_file: 1024 flops",
sta,finalClockPeriodUsage,97.3,%
sta,grt_setup_unrepaired,"no",
clock_tree,cts_tree,"built",
cells_and_area,areaGrowthSynthToFinish,19.5,%
outcome,status,"finished clean",
clock_tree,htreeDepth,3,
critical_path,cp-start-kind,"input pin",
sta,setup_tns,0,ps
sta,worst_slew_pin_slew,1360,ps
synthesis,ys_sh_mux,21.5,%
route,drc,0,
sta,fmax,156,MHz
critical_path,slowest_stage,"nor2_4",
hold_path,hold_class,"reg -> reg",
placed_design,place_hpwl,195000,µm
hold_path,hold-path-endpoint,"register_file[2][14]",
route,detail-route-antenna-nets,0,
job,max_cap_viol_count,0,
route,avgViaCountPerCell,6.80,
floorplanning,die_w,422,µm
clock_tree,cts_buffers,114,
synthesis,yosys_warnings,2,
grt,grt_max_degree,117,
critical_path,r2r-start,"register_file[14][1]",
sta,finClkSkew,0,ps
power_and_ir_drop,netSwitchingFraction,29.9,%
sta,final_max_slew_viol_count,0,
clock_tree,cts_setup_buffers,0,
synthesis,ys_sh_simple,11.2,%
critical_path,arrival,5100,ps
clock_tree,insertion_delay,790,ps
cells_and_area,largest_register_ffs,1024,
synthesis,yosysUniqueCellTypes,79,
cells_and_area,drive_above_1_share,35.1,%
synthesis,aoi_share,14.5,%
synthesis,synth_cells,4619,
==> logic make-up after synthesis <==
family,after synthesis
AOI/OAI and AO/OA,1045
and+or+nand+nor,1041
DFF,1024
muxes,1011
buffers and inverters,487
xor gates and xnor gates,10
other,1
==> synthesized netlist by cell type, types with 63 or more instances <==
master     number  share of area, %
dfrtp_1      1024                48
clkbuf_1      266               1.9
mux2_2        990                21
o21ai_0        85              0.80
nor4_1         63              0.75
nand2_1       150               1.1
and3_1        338               4.0
nor2_1         75              0.53
nand3_1       114               1.1
a2111oi_0     110               1.8
buf_2         146               1.4
nand4_1       139               1.6
a22oi_1       622               8.8
==> worst max path at each step <==
stage	slack, ps	end
4_1_cts	390	rs2_value[3]
5_1_grt	100	rs2_value[18]
6_report	180	rs2_value[13]
==> per-stage QoR <==
step / util, % / setup slack (ps) / power (mW)
2_1_floorplan: - / -8830 / 9.89
3_3_place_gp: 33.8 / 371 / 11.3
3_5_place_dp: 33.8 / 416 / 11.4
4_1_cts: 36.2 / 388 / 18.4
5_1_grt: 36.2 / 104 / 19.0
6_report: 36.2 / 179 / 18.5
==> layout make-up <==
type | count | area, µm² | area share (%)
Clock inverter | 62 | 896 | 1.42
Clock buffer | 151 | 3210 | 5.08
Inverter | 9 | 37.5 | 0.0594
Antenna cell | 47 | 118 | 0.186
Tap cell | 2325 | 2910 | 4.60
Sequential cell | 1024 | 25600 | 40.6
Multi-Input combinational cell | 3139 | 25800 | 40.9
Timing Repair Buffer | 488 | 4540 | 7.19
==> per-layer routing <==
layer	track usage (%)	part of all wire [%]
met3	18.8	15
met1	42.1	35
met4	25.0	9.6
met2	46.8	41
met5	0.968	0.079
==> power by group through the flow <==
stage     Clock, mW  Combinational, mW  Sequential, mW
4_1_cts        7.11               2.64            8.63
5_1_grt        7.35               2.84            8.80
6_report       7.10               2.71            8.71
==> critical path, delay by kind of cell <==
family | cells | cell delay [ps]
AOI/OAI and AO/OA | 4 | 770
and+or+nand+nor | 2 | 1420
buffers and inverters | 4 | 1550
Power and IR drop assume default switching activity.
